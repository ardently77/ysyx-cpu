==> design.v <==
module alu(
    input wire[31:0] alu_src1,
    input wire[31:0] alu_src2,
    output wire[31:0] alu_result
);
    wire[31:0] add_result;
    wire[31:0] add_a;
    wire[31:0] add_b;
    wire cin;
    assign cin = 0;
    assign add_a = alu_src1;
    assign add_b = {32{cin}} ^ alu_src2;
    assign add_result = add_a + add_b + {32{cin}};
    assign alu_result = add_result;
endmodule
module cpu_top(
    input wire clk,
    input wire rest,
    input wire[31:0] inst,
    output wire[31:0] inst_addr
);
    wire[6:0] op;
    wire[4:0] rs1;
    wire[4:0] rd;
    wire[2:0] funct3;
    wire[31:0] imm;
    decode decode(.inst(inst),
                  .funct3(funct3),
                  .op(op),
                  .rs1(rs1),
                  .rd(rd),
                  .imm(imm));
    wire[31:0] busa;
    wire[31:0] busw;
    wire regwr;
    wire[31:0] register_0;
    regfile regfile(.clk(clk),
                    .raddr1(rs1),
                    .rdata1(busa),
                    .raddr2(),
                    .rdata2(),
                    .we(regwr),
                    .waddr(rd),
                    .wdata(busw),
                    .register_0(register_0));
    alu alu(.alu_src1(busa),
            .alu_src2(imm),
            .alu_result(busw));
    ctrl ctrl(.op(op),
              .funct3(funct3),
              .register_0(register_0),
              .regwr(regwr));
    wire[31:0] next_pc;
    wire[31:0] pc;
    pc_reg pc_reg(.clk(clk),
                  .rest(rest),
                  .next_pc(next_pc),
                  .pc(pc));
    nextaddr nextaddr(.pc(pc),
                      .next_pc(next_pc));
    assign inst_addr = pc;
endmodule
import "DPI-C" function void ebreak(input int register_0);
module ctrl(
    input wire[6:0] op,
    input wire[2:0] funct3,
    input wire[31:0] register_0,
    output wire regwr
);
    assign regwr = (op == 7'b0010011) && (funct3 == 3'b000);
		always @(*) begin
        if(op == 7'b1110011) ebreak(register_0);
    end 
endmodule
module decode(
    input wire[31:0] inst,
    output wire[6:0] op,
    output wire[4:0] rs1,
    output wire[4:0] rd,
    output wire[2:0] funct3,
    output wire[31:0] imm
);
    assign op = inst[6:0];
    assign rd = inst[11:7];
    assign rs1 = inst[19:15];
    assign funct3 = inst[14:12];
    wire[31:0]immI;
    assign immI = {{20{inst[31]}},inst[31:20]};
    assign imm = immI;
endmodule
module nextaddr(
    input wire[31:0] pc,
    output wire[31:0] next_pc
);
    assign next_pc = pc+4;
endmodule
module pc_reg(
    input wire clk,
    input wire[31:0] next_pc,
    input wire rest,
    output reg[31:0] pc
);
    Reg #(32,32'h80000000) i0 (clk,rest,next_pc[31:0],pc[31:0],1'b1);
endmodule
module regfile (
    input wire clk,
    input wire[4:0] raddr1,
    output wire[31:0] rdata1,
    input wire[4:0] raddr2,
    output wire[31:0] rdata2,
    input wire we,
    input wire [4:0] waddr,
    input wire [31:0] wdata,
    output wire[31:0] register_0
);
    RegisterFile #(5,32) r0 (clk,raddr1[4:0],rdata1[31:0],raddr2[4:0],rdata2[31:0],wdata[31:0],waddr[4:0],we,register_0[31:0]);
endmodule
module Reg #(WIDTH = 1, RESET_VAL = 0) (
  input clk,
  input rst,
  input [WIDTH-1:0] din,
  output reg [WIDTH-1:0] dout,
  input wen
);
  always @(posedge clk) begin
    if (rst) dout <= RESET_VAL;
    else if (wen) dout <= din;
  end
endmodule
module RegisterFile #(ADDR_WIDTH = 1, DATA_WIDTH = 1) (
  input clk,
  input wire[ADDR_WIDTH-1:0] raddr1,
  output wire[DATA_WIDTH-1:0] rdata1,
  input wire[ADDR_WIDTH-1:0] raddr2,
  output wire[DATA_WIDTH-1:0] rdata2,
  input [DATA_WIDTH-1:0] wdata,
  input [ADDR_WIDTH-1:0] waddr,
  input we,
  output [DATA_WIDTH-1:0] register_0
);
  reg [DATA_WIDTH-1:0] rf [2**ADDR_WIDTH-1:0];
  always @(posedge clk) begin
    if (we) rf[waddr] <= wdata;
  end
  assign rdata1=(raddr1==5'b0)?32'b0:rf[raddr1];
  assign rdata2=(raddr2==5'b0)?32'b0:rf[raddr2];
  assign register_0=rf[0];
endmodule
==> run.sh <==
#!/bin/bash
# OpenROAD 26Q1-2900-gdf79404cd8, Yosys 0.63+post, stock flow scripts
make -C /OpenROAD-flow-scripts/flow DESIGN_CONFIG=/design/flow/config.mk WORK_HOME=/design/flow/orfs finish
==> config.mk <==
export PLATFORM = sky130hd
export DESIGN_NAME = cpu_top
export DESIGN_NICKNAME = cpu_top
export VERILOG_FILES = /design/flow/design.v
export SDC_FILE = /design/flow/constraint.sdc
export NUM_CORES = 4
export LEC_CHECK = 1
export CORE_AREA = 10 10 90 90
export DIE_AREA = 0 0 100 100
export SYNTH_HDL_FRONTEND = slang
==> constraint.sdc <==
current_design cpu_top

set clk_period 4.6
set clk_io_pct 0.2

create_clock -name clk0 -period $clk_period [get_ports {clk}]

set non_clock_inputs [all_inputs -no_clocks]
set_input_delay [expr $clk_period * $clk_io_pct] -clock clk0 $non_clock_inputs
set_output_delay [expr $clk_period * $clk_io_pct] -clock clk0 [all_outputs]
==> flow_metrics.env <==
# implementation run metrics
export IMPL_status="finished, final reports clean"
export IMPL_wirelength_met1_um=1701
export IMPL_p_leak_nw=0.5538
export IMPL_grt_pass1_wl_um=6065
export IMPL_ys_ff=30
export IMPL_cts_buffers_inserted=5
export IMPL_viasPerCell=4.658
export IMPL_place_congestion=0.7658
export IMPL_antenna_found_initial=0
export IMPL_critPathRequiredTime_ns=4.77
export IMPL_fin_crit_sh=0.4887
export IMPL_fmax_mhz=444.8
export IMPL_overflow=0
export IMPL_cts_setup_buffers=0
export IMPL_edf_count=0
export IMPL_hold_class="flop to flop"
export IMPL_core_area_um2=6277
export IMPL_post_route_util=0.3008
export IMPL_start_kind="flop"
export IMPL_largest_reg_flops=30
export IMPL_rsz0062_at_grt="false"
export IMPL_final_area_um2=1888
export IMPL_clock_root_buffer="clkbuf_8"
export IMPL_ir_worst_vdd_v=0.0001264
export IMPL_cts_tree="done"
export IMPL_worstHoldPathCells=2
export IMPL_ys_cells=166
export IMPL_cts_sinks=30
export IMPL_grt_total_usage=0.07108
export IMPL_die_area_um2=10000
export IMPL_path_clk_slew_ns=0.07
export IMPL_num_antenna_cells=0
export IMPL_area_delta_synth_final_pct=32.14
export IMPL_yosys_area_top_type="dfxtp_1"
export IMPL_die_width_um=100
export IMPL_netlist_cell_type_count=33
export IMPL_yosys_area_um2=1429
export IMPL_wire_per_inst_um=12.96
export IMPL_finalWirelength_um=3565
export IMPL_top_cells_by_area="dfxtp_1 42%, xnor2_1 6.7%, nor2_1 4.7%, a21oi_1 4.2%, or4_1 4.2%"
export IMPL_dr_first_iter_drc_count=47
export IMPL_largest_register="pc_reg.i0.dout"
export IMPL_cts_resized=0
export IMPL_ys_async_sr_fraction=0
export IMPL_drv_cap=0
export IMPL_r2r_cells=5
export IMPL_syn_area_um2=1429
export IMPL_grt_max_degree=35
export IMPL_clk_insertion_delay_late_ns=0.28
export IMPL_final_min_clock_period_ns=2.248
export IMPL_drive_above_1_share=0.09091
export IMPL_drt_pass1_iter_count=4
export IMPL_setup_viol=0
export IMPL_rows=29
export IMPL_synth_top_area_share=0.4203
export IMPL_timing_final_hold_violations=0
export IMPL_wl_met3_um=341
export IMPL_reg_top3="pc_reg.i0.dout: 30 flops"
export IMPL_power_density_nw_per_um2=264.2
export IMPL_initCoreUtil=0.2276
export IMPL_placed_area_um2=1797
export IMPL_dp_hpwl_um=2433
export IMPL_tns_ns=0
export IMPL_warning_count=57
export IMPL_die_h_um=100
export IMPL_maxSlewViolCount=0
export IMPL_grt_pass1_vias=1241
export IMPL_crit_arrival_ns=2.42
export IMPL_cp_max_fo=11
export IMPL_flop_cell="dfxtp_1"
export IMPL_io_pins=66
export IMPL_dr_max_layer_used="met4"
export IMPL_cts_htree_levels=2
export IMPL_cts_hold_buf=0
export IMPL_cp_end_kind="flop"
export IMPL_via_count=1281
export IMPL_port_buffers=31
export IMPL_drc=0
export IMPL_netlist_instances=166
export IMPL_crit_type="flop to flop"
export IMPL_nFillCells=660
export IMPL_clk_path_buf_depth=2
export IMPL_met2_length_um=1499
export IMPL_clock_skew_ns=0.003749
export IMPL_syn_area_per_cell_um2=8.608
export IMPL_final_antenna_net_count=0
export IMPL_ys_seq_frac=0.4203
export IMPL_yosysWarnings=0
synth_stat cells (3+ instances only):
cell,instances
a21oi_1,12
clkbuf_1,3
dfxtp_1,30
inv_1,6
mux2_2,3
nand2_1,11
nand3_1,7
nand4_1,6
nor2_1,18
nor2b_1,5
nor3_1,4
nor4_1,6
o21ai_0,5
o31ai_1,7
or3_1,5
or4_1,8
xnor2_1,11
path summary, 6_finish.rpt:
path	start	slack, ns	end
min reg2reg	pc_reg.i0.dout[27]	0.51	pc_reg.i0.dout[27]
max reg2reg	pc_reg.i0.dout[2]	2.35	pc_reg.i0.dout[30]
min	pc_reg.i0.dout[27]	0.51	pc_reg.i0.dout[27]
max	pc_reg.i0.dout[2]	2.35	pc_reg.i0.dout[30]
through the flow:
stage	cells	setup slack [ns]	hold WS, ns	power [mW]
detailed placement	267	2.354	0.4993	0.2860
floorplan	167	2.650	0.4604	0.2787
global route	275	2.167	0.5422	0.5176
global placement	267	2.391	0.4925	0.2858
finish	275	2.352	0.5130	0.4988
CTS	275	2.341	0.5114	0.5076
worst max-delay path, cell delays in order, from the launching register on:
cell	delay (ns)
dfxtp_1	0.45
ha_1	0.25
nand3_1	0.20
or3_1	0.54
nor4_1	0.33
mux2_2	0.37
where the power goes:
group	internal (mW)	switching, mW	total [mW]	leakage (nW)
combinational	0.00710	0.00705	0.0142	0.263
clock	0.121	0.0982	0.219	0.0482
sequential	0.262	0.00388	0.266	0.242
total	0.390	0.109	0.499	0.554
cell usage in the layout (no fill, tap or decap), types with 5 or more instances in the layout:
master	n
clkdlybuf4s50_1	31
nor2_1	18
or3_1	5
nor4_1	6
or4_1	8
nor2b_1	5
o21ai_0	5
nand4_1	6
o31ai_1	7
a21oi_1	12
nand3_1	7
xnor2_1	11
inv_1	6
nand2_1	11
dfxtp_1	30
clkbuf_8	6
layer usage:
layer  track usage  vias to the layer above
met3       0.03262                        5
met5             0                        -
met4      0.008696                        0
li1              -                      654
met1       0.09503                      591
met2        0.1065                       31
cell type report:
| class | count | area [um2] | share of cell area |
|---|---|---|---|
| Sequential cell | 30 | 600.6 | 0.3181 |
| Clock buffer | 7 | 86.33 | 0.04573 |
| Multi-Input combinational cell | 122 | 759.5 | 0.4023 |
| Clock inverter | 1 | 5.005 | 0.002651 |
| Timing Repair Buffer | 32 | 317.8 | 0.1683 |
| Tap cell | 77 | 96.34 | 0.05103 |
| Inverter | 6 | 22.52 | 0.01193 |
cells by family after synthesis:
family / Yosys count / share of synthesized area
multiplexers: 4 / 0.03065
other: 1 / 0.002624
flip-flops: 30 / 0.4203
adder cells (fa/ha/maj): 1 / 0.008755
XOR/XNOR: 12 / 0.07355
buffers and inverters: 15 / 0.05078
AND/OR/NAND/NOR: 79 / 0.3170
AND-OR/OR-AND: 24 / 0.09632
Power and IR drop assume default switching activity.
